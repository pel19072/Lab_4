===== ./run.sh =====
#!/bin/bash
# OpenROAD 26Q1-2900-gdf79404cd8, Yosys 0.63+post, stock flow scripts
make -C /OpenROAD-flow-scripts/flow DESIGN_CONFIG=/design/flow/config.mk WORK_HOME=/design/flow/orfs finish

===== ./config.mk =====
export PLATFORM = sky130hd
export DESIGN_NAME = ejericio2
export DESIGN_NICKNAME = ejericio2
export VERILOG_FILES = /design/flow/design.v
export SDC_FILE = /design/flow/constraint.sdc
export NUM_CORES = 4
export LEC_CHECK = 1
export CORE_AREA = 10 10 70 70
export DIE_AREA = 0 0 80 80

===== ./constraint.sdc =====
current_design ejericio2

set clk_period 1.8
set clk_io_pct 0.2

create_clock -name clk0 -period $clk_period [get_ports {clk}]

set non_clock_inputs [all_inputs -no_clocks]
set_input_delay [expr $clk_period * $clk_io_pct] -clock clk0 $non_clock_inputs
set_output_delay [expr $clk_period * $clk_io_pct] -clock clk0 [all_outputs]

===== ./design.v =====
module flip_flop(input wire clk, reset, set,
				 input wire[3:0] d, 
				 output reg[3:0] q);	
	always @ (posedge clk or posedge reset or posedge set)begin
		if (reset) begin
			q <= 4'b0;
		end
		else if (set) begin
			q <= 4'b1111;
		end
		else begin
			q <= d;
		end
	end    
endmodule
module flip_flop_1(input wire clk, reset,
				 input wire d, 
				 output reg q);	
	always @ (posedge clk or posedge reset)begin
		if (reset) begin
			q <= 1'b0;
		end
		else begin
			q <= d;
		end
	end    
endmodule
module ejericio1(input wire A, B, clk, reset, 
				 output wire Y);	
	wire d1, d0, q1, q0;
	assign d0 = ~q0 & ~q1 & A;
	assign d1 = (q0 & B) | (q1 & A & B);
	assign Y = q1 & A & B; 
	flip_flop_1 F1(clk, reset, d1, q1);
	flip_flop_1 F0(clk, reset, d0, q0);
endmodule
module ejericio2(input wire A, clk, reset, 
				 output wire Y2, Y1, Y0);	
	wire d2, d1, d0, q2, q1, q0;
	assign d0 = ~q0;
	assign d1 = (~q1 & q0 & A) | (q1 & ~q0 & A) | (q1 & q0 & ~A) | (~q1 & ~q0 & ~A);
	assign d2 = (~q2 & q1 & q0 & A) | (~q2 & ~q1 & ~q0 & ~A) | (q2 & ~q1 & q0) | (q2 & ~q0 & A) | (q2 & q1 & ~A);
	flip_flop_1 F2(clk, reset, d2, q2);
	flip_flop_1 F1(clk, reset, d1, q1);
	flip_flop_1 F0(clk, reset, d0, q0);
	assign Y0 = q1 ^ q0;  
	assign Y1 = q1 ^ q2;
	assign Y2 = q2;	
endmodule

==> job_summary.md <==
## PnR job results

| Metric | Value |
|---|---|
| FP Rows | 21 |
| Post-Route Setup TNS | 0 ps |
| Drt drc | 0 |
| Worst-path clk slew | 30 ps |
| CP arrival | 1380 ps |
| Worst Path Buf+Inv | 2 |
| Worst-path cell chain | inv_2, ha_4, clkdlybuf4s50_1 |
| GRT Overall Usage | 1.923% |
| Diode count | 0 |
| Worst path max stage delay | 460 ps |
| Slew headroom | 89.43% |
| Init Core Util | 6.813% |
| Synth Instances | 22 |
| Hpwl dp | 411.4 µm |
| Period utilization | 96.45% |
| Vias in the first global route | 234 |
| Power Density | 833.2 nW/µm² |
| I/O Pins | 6 |
| Share of layout cells above drive strength 1 | 34.21% |
| Antenna violations before repair | 0 |
| PortBufs | 5 |
| Area share, top type | 43.01% |
| Setup WS post-layout | 63.84 ps |
| Crit path time final | 1736 ps |
| Yosys cell count | 22 |
| HP Class | in -> async |
| Critical Path RT | 1440 ps |
| Via count | 206 |
| CP Capture Type | output pin |
| Largest cells by area | ha_1 43%, dfrtp_1 32%, inv_1 6.5% |
| Max Root-Sink Buffers | 2 |
| Via density | 2.452 |
| Clock root buffer | clkbuf_4 |
| CP Max Fanout | 3 |
| Cell family with most CP delay | buffers and inverters |
| Final setup vio count | 0 |
| H-tree Lvls | 1 |
| Slowest cell on the critical path | clkdlybuf4s50_1 |
| Fill cells | 403 |
| Crit start category | flop |
| Antenna-violating nets left | 0 |
| Initial drt markers | 1 |
| DIE AREA | 6400 µm² |
| Placer Congestion | 0.6771 |
| Area growth from synthesis to layout | 86.56% |
| Core ar. | 3416 µm² |
| Dpl ws | 127.3 ps |
| Final Hold Viols | 0 |
| Area leader, netlist | ha_1 |
| Logic area | 155.1 µm² |
| Post-Syn Area | 232.7 µm² |
| Flops after synth | 3 |
| CTS Buf Count | 3 |
| Crit path kind | reg -> out |
| Final core utilization | 12.71% |
| Most frequent cells in the layout | 7 x ha_1, 7 x buf_4, 4 x clkdlybuf4s50_1 |
| Max cap viols | 0 |
| Die height | 80 µm |
| Run status | finished clean |
| Slew @ Worst Pin | 157.4 ps |
| Tool Warnings | 31 |
| Area reported by Yosys stat | 232.7 µm² |
| Peak supply drop | 0.2173 mV |
| FMAX | 576.0 MHz |
| Num Clock Sinks | 3 |
| Clk_skew | 0.8626 ps |
| Drt first pass iters | 2 |
| Congestion Overflow GR | 0 |
| Worst-Skew Late Latency | 230 ps |
| P_leak | 0.2058 nW |
| First-pass GRT wire length | 972 µm |
| Detailed Route WL | 557 µm |
| Avg WL per Cell | 6.631 µm |
| Die Wd | 80 µm |
| Synth unique cells | 9 |
| Pin count of the biggest net entering global routing | 5 |
| Final Max Tran Viols | 0 |
| Syn avg cell area | 10.58 µm² |
| Synth warnings | 1 |
| Seq/Total Area, Yosys | 32.26% |
| RSZ-0062 raised after global routing | false |
| Reg area | 75.07 µm² |
| CTS tree | yes |
==> layout make-up <==
cell class	count	area share (%)
Sequential cell	3	17.29
Tap cell	46	13.26
Multi-Input combinational cell	15	35.73
Timing Repair Buffer	12	24.21
Clock buffer	4	6.052
Inverter	4	3.458
==> path summary, 6_finish.rpt <==
kind	start	cells past startpoint	end	slack (ps)
max reg2reg	F1.q	5	F2.q	460
min in group clk0	F0.q	1	F0.q	470
min reg2reg	F0.q	1	F0.q	470
max	F1.q	3	Y1	60
max in group asynchronous	reset	2	F1.q	1370
min	reset	2	F2.q	300
==> cells in the mapped netlist, drive strengths merged <==
library cell,n
ha,8
a21oi,2
nor2,1
o21ai,1
dfrtp,3
inv,4
a22oi,1
nor3,1
mux2,1
==> where the power goes <==
| part | leakage, nW | switching [mW] | total, mW | internal [mW] |
|---|---|---|---|---|
| combinational | 0.153 | 0.0585 | 0.158 | 0.0997 |
| sequential | 0.0382 | 0.00908 | 0.0882 | 0.0791 |
| clock | 0.0150 | 0.0325 | 0.115 | 0.0829 |
| total | 0.206 | 0.100 | 0.362 | 0.262 |
==> registers in the layout (all words and copies together) (netlist names) <==
signal	count
F1.q	1
F2.q	1
F0.q	1
==> metrics by stage <==
stage               power (mW)  hold slack, ps  std cells  cell area, µm²
floorplan               0.1307           113.6         22           232.7
global placement        0.2046           551.4         73           340.3
detailed placement      0.2035           552.7         73           340.3
CTS                     0.3537           302.5         82           404.1
global route            0.4050           310.4         84           434.2
finish                  0.3617           300.8         84           434.2
==> what timing repair did <==
item | CTS | global route
endpoints found under the setup margin | 2 | 2
buffers inserted | 5 | 2
resized | 1 | 3
hold buffers | 0 | 0
==> cells by family after synthesis <==
| kind of cell | count (synthesis) | share of synthesized area [%] |
|---|---|---|
| adders and majority gates | 8 | 43.01 |
| buffers and inverters | 4 | 6.450 |
| muxes | 1 | 4.838 |
| and+or+nand+nor | 2 | 3.760 |
| DFF | 3 | 32.26 |
| AOI/OAI and AO/OA | 4 | 9.677 |
==> metal layers <==
metal	global-route usage [%]	wire length, µm	share of wire, %
met5	0	0	0
met4	0.7042	27	4.8
met3	1.364	51	9.2
met2	3.050	249	45
met1	1.931	228	41
Power and IR drop assume default switching activity.
