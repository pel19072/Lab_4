==> /design/flow/design.v <==
module Microcode(input wire [6:0]address, output reg [12:0]control);
  always @ ( * ) begin
    casex (address)
    7'bxxxxxx0:  
      control <= 13'b1000000001000;
    7'b00001x1:  
      control <= 13'b0100000001000;
    7'b00000x1:  
      control <= 13'b1000000001000;
    7'b00011x1:  
      control <= 13'b1000000001000;
    7'b00010x1:  
      control <= 13'b0100000001000;
    7'b0010xx1:  
      control <= 13'b0001001000010;
    7'b0011xx1:  
      control <= 13'b1001001100000;
    7'b0100xx1:  
      control <= 13'b0011010000010;
    7'b0101xx1:  
      control <= 13'b0011010000100;
    7'b0110xx1:  
      control <= 13'b1011010100000;
    7'b0111xx1:  
      control <= 13'b1000000111000;
    7'b1000x11:  
      control <= 13'b0100000001000;
    7'b1000x01:  
      control <= 13'b1000000001000;
    7'b1001x11:  
      control <= 13'b1000000001000;
    7'b1001x01:  
      control <= 13'b0100000001000;
    7'b1010xx1:  
      control <= 13'b0011011000010;
    7'b1011xx1:  
      control <= 13'b1011011100000;
    7'b1100xx1:  
      control <= 13'b0100000001000;
    7'b1101xx1:  
      control <= 13'b0000000001001;
    7'b1110xx1:  
      control <= 13'b0011100000010;
    7'b1111xx1:  
      control <= 13'b1011100100000;
    default:
      control <= 13'b0;
    endcase
  end
endmodule
==> /design/flow/run.sh <==
#!/bin/bash
# OpenROAD 26Q1-2900-gdf79404cd8, Yosys 0.63+post, stock flow scripts
make -C /OpenROAD-flow-scripts/flow DESIGN_CONFIG=/design/flow/config.mk WORK_HOME=/design/flow/orfs finish
==> /design/flow/config.mk <==
export PLATFORM = sky130hd
export DESIGN_NAME = Microcode
export DESIGN_NICKNAME = Microcode
export VERILOG_FILES = /design/flow/design.v
export SDC_FILE = /design/flow/constraint.sdc
export NUM_CORES = 4
export LEC_CHECK = 1
export CORE_AREA = 10 10 70 70
export DIE_AREA = 0 0 80 80
==> /design/flow/constraint.sdc <==
current_design Microcode

set clk_period 3.2
set clk_io_pct 0.2

create_clock -name clk0 -period $clk_period

set non_clock_inputs [all_inputs -no_clocks]
set_input_delay [expr $clk_period * $clk_io_pct] -clock clk0 $non_clock_inputs
set_output_delay [expr $clk_period * $clk_io_pct] -clock clk0 [all_outputs]
==> GITHUB_STEP_SUMMARY <==
## PnR job results

| Metric | Value |
|---|---|
| Reg area | 0 µm² |
| Chip Area, Yosys | 236.5 µm² |
| RSZ-0062 raised after global routing | no |
| Most frequent cells in the layout | 18 x clkdlybuf4s50_1, 9 x nor2_1, 5 x nand2_1 |
| Fin crit share | 95.20% |
| Die area | 0.006400 mm² |
| Part of the power in registers | 0% |
| Drt drc | 0 |
| ANT cells | 0 |
| Port Buffer Count | 20 |
| Worst-Margin Slew | 0.4607 ns |
| Tmin final | 3.046 ns |
| Outcome | completed |
| Final ANT Viol Nets | 0 |
| Max_slew headroom | 69.19% |
| Warnings, synthesis | 1 |
| P_int | 0.02869 mW |
| Die height | 80 µm |
| Vias in the first global route | 330 |
| Switch share | 40.53% |
| Max-cap check violation count | 0 |
| CP Class | in2out |
| Crit path DRT | 2.56 ns |
| Critical Path Source Type | input pin |
| Cell area after synthesis | 236.5 µm² |
| GP Congestion | 0.7870 |
| Leakage | 0.1988 nW |
| Combinational power share | 100.0% |
| Pins Over Slew Limit | 0 |
| Overflow after GRT | 0 |
| Max VDD drop | 13.98 µV |
| Worst path arrival time | 2.41 ns |
| P_sw | 0.01955 mW |
| Routed wire length | 1114 µm |
| Iteration-0 DRC Markers | 3 |
| OpenROAD warnings | 32 |
| Fin worst setup slack | 0.1536 ns |
| Rows | 21 |
| Yosys Instances | 42 |
| Floorplan Utilization | 6.923% |
| Placed Instance Area | 475.5 µm² |
| Critical path peak fanout | 12 |
| Vias | 336 |
| Fin. Hold Viols | 0 |
| Wirelength per Cell | 10.61 µm |
| Ports | 20 |
| Seq share, synth | 0% |
| CP Capture Point | control[10] |
| Largest net degree at the start of global routing | 13 |
| Most used logic cell in the final layout | clkdlybuf4s50_1 |
| Post-Syn Area per Cell | 5.630 µm² |
| Cell Type Count | 21 |
| P&R area growth vs syn | 103.2% |
| Initial antenna violation count | 0 |
| Worst Setup SP | address[5] |
| Clock Power Share | 0% |
| Cell count after synthesis | 42 |
| First-pass GRT wire length | 1718 µm |
| Chip width | 80 µm |
| Clock buffers | 0 |
| Endpoints failing setup | 0 |
| Setup Fix Bufs, Post-CTS | 0 |
| Core Region | 0.003416 mm² |
| Initial DRT Pass Iterations | 2 |
| Max Freq | 328.3 MHz |
| Layout cells sized above 1 | 3.390% |
| Power per cell area | 100.4 mW/mm² |
| Tot GR Track Use | 3.302% |
| Place WS | 0.1030 ns |
| Worst min-delay path class | in2out |
| Registers | 0 |
| Hold depth | 4 |
| Vias per std cell | 3.200 |
| Setup tns final | 0 ns |
| Dpl hpwl | 923.9 µm |
| CP Capture Type | primary output |
| Final instance area | 480.5 µm² |
[power by group through the flow]
stage / sequential [mW] / combinational, mW / clock (mW)
after CTS: 0 / 0.0495 / 0
after global routing: 0 / 0.0540 / 0
final: 0 / 0.0482 / 0
[worst min path at each step]
stage              start         end  slack (ns)
global route  address[3]  control[4]        2.07
finish        address[3]  control[4]        2.01
CTS           address[0]  control[9]        2.36
[routing by layer]
layer	GRT usage (%)	routed length, µm
met4	0	0
met3	1.591	128
met2	5.377	464
met1	4.087	522
met5	0	0
[through the flow]
stage               instances  power [mW]  utilization [%]  hold slack [ns]
floorplan                  42     0.02125                -            1.351
global placement          105     0.04878            13.92            2.363
detailed placement        105     0.04925            13.92            2.355
CTS                       105     0.04955            13.92            2.362
global route              105     0.05401            14.07            2.072
finish                    105     0.04824            14.07            2.014
[cell usage after synthesis (all sizes together)]
master,count,share of area (%)
nor2,9,14
clkbuf,1,2.1
nor3,1,2.1
o21a,2,6.3
buf,3,9.0
mux2i,1,4.2
o311ai,1,3.7
nand2,5,7.9
a21oi,4,8.5
o211a,1,4.2
nand2b,1,5.8
or2,1,2.6
or2b,1,3.2
inv,3,4.8
nor4,2,5.3
o32ai,1,3.7
nor2b,1,2.6
nand3,1,2.1
and2,2,5.3
o21ai,1,2.1
[layout make-up]
class | instances | area, µm²
fill | 413 | 2935
timing repair buffer | 21 | 212.7
inverter | 3 | 11.26
multi-input combinational | 35 | 198.9
tap | 46 | 57.56
[worst max-delay path, cell delays in order]
cell	delay [ns]
clkdlybuf4s50_1	0.75
nand2b_4	0.10
a21oi_1	0.18
o21a_1	0.18
or2_1	0.10
clkdlybuf4s50_1	0.46
[cells by family (layout without fill, tap and decap cells)]
| kind of cell | after synthesis | count (layout) | share of synthesized area (%) |
|---|---|---|---|
| compound gates | 10 | 10 | 28.57 |
| buf+inv | 7 | 24 | 15.87 |
| mux | 1 | 1 | 4.233 |
| simple gates | 24 | 24 | 51.32 |
[repair_timing]
action	4_1_cts	5_1_grt
setup endpoints to repair	0	2
hold buffers	0	0
resized	0	2
No activity file was given, so power comes from the tool's default toggle rates.
